==> flow/design.v <==
`timescale 1ns/100ps
`default_nettype none
module convert_hex_to_seven_segment (
	input logic [3:0] hex_value,
	output logic [6:0] converted_value
);
always_comb begin
	case(hex_value)
		4'h1: converted_value = 7'b1111001;
		4'h2: converted_value = 7'b0100100;
		4'h3: converted_value = 7'b0110000;
		4'h4: converted_value = 7'b0011001;
		4'h5: converted_value = 7'b0010010;
		4'h6: converted_value = 7'b0000010;
		4'h7: converted_value = 7'b1111000;
		4'h8: converted_value = 7'b0000000;
		4'h9: converted_value = 7'b0011000;
		4'ha: converted_value = 7'b0001000;
		4'hb: converted_value = 7'b0000011;
		4'hc: converted_value = 7'b1000110;
		4'hd: converted_value = 7'b0100001;
		4'he: converted_value = 7'b0000110;
		4'hf: converted_value = 7'b0001110;
		4'h0: converted_value = 7'b1000000;
	endcase
end
endmodule
==> flow/run.sh <==
#!/bin/bash
# OpenROAD 26Q1-2900-gdf79404cd8, Yosys 0.63+post, stock flow scripts
make -C /OpenROAD-flow-scripts/flow DESIGN_CONFIG=/design/flow/config.mk WORK_HOME=/design/flow/orfs finish
==> flow/config.mk <==
export PLATFORM = sky130hd
export DESIGN_NAME = convert_hex_to_seven_segment
export DESIGN_NICKNAME = convert_hex_to_seven_segment
export VERILOG_FILES = /design/flow/design.v
export SDC_FILE = /design/flow/constraint.sdc
export NUM_CORES = 4
export LEC_CHECK = 1
export CORE_AREA = 10 10 70 70
export DIE_AREA = 0 0 80 80
==> flow/constraint.sdc <==
current_design convert_hex_to_seven_segment

set clk_period 1.7
set clk_io_pct 0.2

create_clock -name clk0 -period $clk_period

set non_clock_inputs [all_inputs -no_clocks]
set_input_delay [expr $clk_period * $clk_io_pct] -clock clk0 $non_clock_inputs
set_output_delay [expr $clk_period * $clk_io_pct] -clock clk0 [all_outputs]
==> Implementation_results.wiki <==
=== Physical design figures ===
{| class="wikitable"
! Metric !! Value
|-
| Total wirelength of the detailed-routed design || approximately 900 um
|-
| Pin slew with the least headroom to its limit || between 0.15 and 0.2 ns
|-
| Max capacitance violation total || 0
|-
| Via density per instance || approximately 2.9
|-
| Hold path startpoint || hex_value[3]
|-
| Vias in the first global route || about 320
|-
| Worst vdd ir || 31.6 uV
|-
| Tightest slew margin relative to the limit || slightly below 90%
|-
| Slack of the critical path || between 0.05 and 0.06 ns
|-
| Clock power frac || 0%
|-
| Total via count in the routed design || slightly below 300
|-
| Net switching power of the design || 51.5 uW
|-
| Mean instance size in the synthesized netlist || about 7.5 um^2
|-
| Kind of end point of the critical path || output port
|-
| Layout overhead on the synthesized area || 133%
|-
| Iter 0 DRT Violations || 24
|-
| Core region area || ~0.0034 mm^2
|-
| Number of distinct library cells after synthesis || 19
|-
| Total count of hold-check failures in the final report || 0
|-
| Number of instances in the synthesized netlist || 34
|-
| HP Class || primary input to output port
|-
| Placement row count || 21
|-
| Cts hold-fix bufs || 0
|-
| List of most frequent post-synthesis cells || 6 x ha_1, 3 x inv_1, 3 x mux2i_1, 3 x nor2_1, 3 x o21ai_0
|-
| Biggest fanout along the worst timing path || 4
|-
| Sequential cell fraction of total power || 0%
|-
| Pre-placement core utilization || under 10%
|-
| Final Instance Count excl. Fillers || roughly 100
|-
| Avg WL per Cell || roughly 8.8 um
|-
| Unrepaired setup endpoints after global routing || false
|-
| Post-route fraction of the period consumed by the critical path || 96.9%
|-
| Wire length of the first global-routing pass || roughly 1500 um
|-
| Reg area || 0 um^2
|-
| Synthesized area || approximately 260 um^2
|-
| Shortest clock period the worst path allows after layout || about 1.6 ns
|-
| Synth Warn # || 1
|-
| Input/output buffers || 11
|-
| Number of detailed-route iterations in the first pass || 2
|-
| DRC violation count after routing || 0
|-
| Total grt overflow || 0
|-
| Sw Ratio || about 40%
|-
| Final setup violation count || 0
|-
| Register share after synthesis || 0%
|-
| Top cells, area || ha_1 29%, mux2i_1 12%, a22o_1 6.9%
|-
| Worst slack at placement || -0.739 ns
|-
| Cell taking the most area after synthesis || ha_1
|-
| Area of placed instances || 483 um^2
|-
| Floorplan die height || roughly 80 um
|-
| Internal power contribution || slightly below 80 uW
|-
| FMAX || 0.607 GHz
|-
| Number of max-slew violations in the final report || 0
|-
| Layout clock buffer count || 0
|-
| Number of nets with antenna violations after detailed routing || 0
|-
| Largest net degree at the start of global routing || 8
|-
| Startpoint Class || primary input
|-
| Initial antenna violation count || 0
|-
| Number of OpenROAD warnings || 37
|-
| Setup CP Type || primary input to output port
|-
| Dominant cell by count in the synthesized netlist || ha_1
|-
| Chip width || about 80 um
|-
| Diodes inserted || 0
|-
| Number of ports placed on the die boundary || 11
|-
| Share of post-route cells with drive strength above 1 || a little under three fifths
|-
| Worst endpoint required time || between 1 and 1.5 ns
|-
| Leakage || ~0.27 nW
|-
| Synth top area share || between 20 and 30%
|-
| Worst hold stages || 4
|-
| RD Place Congestion || slightly below 0.7
|-
| Power density over the cells || about 220 mW/mm^2
|-
| Total Die Area || about 0.0064 mm^2
|-
| CP Launch Point || hex_value[1]
|-
| Detailed-placement wirelength estimate || 694 um
|-
| Global router's overall resource usage || 2.70%
|-
| Post-route design area || 594 um^2
|-
| Data arrival time at the worst-slack endpoint || around 1.3 ns
|-
| Total cells reported by yosys after synthesis || 34
|-
| Outcome || finished, final reports clean
|-
| Placed Cells || 99
|-
| Worst-case hold path end point || converted_value[6]
|-
| Post-synthesis chip area from yosys || approximately 260 um^2
|-
| Sequential cell count || 0
|-
| Portion of total power attributed to combinational logic || about 100%
|}
## what timing repair did
item,4_1_cts,5_1_grt
cloned,0,0
pin swaps,2,1
setup buffers,3,0
resized,48,5
endpoints found under the setup margin,7,1
## layout by cell type (no fill, tap or decap)
master,n
ha_4,4
nand2_1,1
nand3_1,1
buf_12,1
nor2b_2,1
buf_8,1
buf_4,10
mux2_2,1
inv_1,1
or3b_1,1
inv_8,2
nor2_1,2
mux2i_1,3
clkdlybuf4s15_1,1
a22o_1,2
buf_6,3
nand2b_4,1
nor2_2,2
a21oi_1,1
nand2b_1,1
buf_2,3
ha_2,2
dlygate4sd2_1,5
a32o_2,1
o21ai_0,2
o21ai_1,2
o22ai_1,1
## worst max-delay path by stage
stage | end | slack, ns
CTS | converted_value[1] | 0.02
finish | converted_value[0] | 0.05
global route | converted_value[1] | 0.002
## stage by stage
step / utilization [%] / hold WS (ns) / total power [mW] / setup TNS [ns]
floorplan: - / 0.780 / 0.0422 / 0
global placement: 14.1 / 1.76 / 0.109 / -4.61
detailed placement: 14.1 / 1.76 / 0.109 / -4.57
CTS: 17.1 / 1.18 / 0.126 / 0
global route: 17.4 / 1.20 / 0.142 / 0
finish: 17.4 / 1.17 / 0.129 / 0
## cell type report
cell class,instances,area [um^2]
multi-input cells,29,298
inverters,3,26.3
fillers,384,2820
well taps,46,57.6
repair buffers,24,213
## power groups by stage
stage                 clock, mW  sequential [mW]  combinational, mW
after global routing          0                0              0.142
final                         0                0              0.129
after CTS                     0                0              0.126
## cells by family after synthesis
family	Yosys count	synth area share, %
mux	4	16.2
simple gates	10	21.1
compound gates	9	23.0
buf+inv	5	10.3
fa+ha+maj	6	29.4
## critical path, cell delays in order
cell and delay (ns):
buf_6 0.11, inv_8 0.06, buf_4 0.12, ha_4 0.12
nor2_2 0.03, or3b_1 0.34, o21ai_1 0.08, buf_2 0.10
## metal layers
| layer | GRT usage, % | part of all wire (%) | vias up |
|---|---|---|---|
| met4 | 0 | 0 | 0 |
| met1 | 3.10 | 42 | 128 |
| met2 | 5.38 | 53 | 3 |
| li1 | - | - | 165 |
| met5 | 0 | 0 | - |
| met3 | 0.341 | 4.7 | 0 |
Power and IR drop assume default switching activity.
